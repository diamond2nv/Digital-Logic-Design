### design/flow/config.mk
export PLATFORM = sky130hd
export DESIGN_NAME = edge_detector
export DESIGN_NICKNAME = edge_detector
export VERILOG_FILES = /design/flow/design.v
export SDC_FILE = /design/flow/constraint.sdc
export NUM_CORES = 4
export LEC_CHECK = 1
export CORE_UTILIZATION = 30
### design/flow/constraint.sdc
current_design edge_detector

set clk_period 5.1
set clk_io_pct 0.2

create_clock -name clk0 -period $clk_period [get_ports {clk}]

set non_clock_inputs [all_inputs -no_clocks]
set_input_delay [expr $clk_period * $clk_io_pct] -clock clk0 $non_clock_inputs
set_output_delay [expr $clk_period * $clk_io_pct] -clock clk0 [all_outputs]
### design/flow/design.v
`timescale 1ns / 1ps
module edge_detector(
    input clk,
    input signal,
    input reset,
    output reg outedge
    );
    wire slow_clk;
    reg [1:0] state;
    reg [1:0] next;
    clkdiv cl(.clk(clk), .reset(reset), .clk_out(slow_clk));
    always @(*) begin
        case(state)
            2'b00: begin
                outedge = 1'b0;
                if(~signal) next = 2'b00;
                else next = 2'b01;
            end
            2'b01: begin
                outedge = 1'b1;
                next = 2'b10;
            end
            2'b10: begin
                outedge = 1'b0;
                if(~signal) next = 2'b00;
                else next = 2'b10;
            end
            default: next = 2'b00;
        endcase
    end
    always @(posedge slow_clk) begin
        if(reset) state <= 2'b00;
        else state <= next;
    end
endmodule
`timescale 1ns / 1ps
module clkdiv(
    input clk,
    input reset,
    output reg clk_out
    );
    reg [24:0] count = 0;
    initial clk_out = 0;
    always @(posedge clk) begin
        if(reset) count <= 0;
        else count <= count + 1;
        if(count == 10000) begin
        count <= 0;
        clk_out <= ~clk_out;
        end
    end
endmodule
### design/flow/run.sh
#!/bin/bash
# OpenROAD 26Q1-2900-gdf79404cd8, Yosys 0.63+post, stock flow scripts
make -C /OpenROAD-flow-scripts/flow DESIGN_CONFIG=/design/flow/config.mk WORK_HOME=/design/flow/orfs finish
==> run_results.csv <==
group,metric,value,unit
clocking,clk_pin_slew_worst_paths,0.09,ns
worst_setup_path,worstReg2RegStart,"cl.count[0]",
outcome,status,"complete, no violations",
yosys,async_reset_ff_share,0,%
die,coreArea,4380,um2
yosys,top_cells_by_area,"dfxtp_1 (41%), xnor2_1 (8.9%), nor2_1 (8.4%)",
drt,drt_pass1_iterations,4,
place,gp_congestion,0.771,
die,ios,4,
clocking,clk_latency,0.27,ns
finish,postLayoutCoreUtil,34.6,%
clocking,cts_buffer_depth,2,
global_routing,grt_overflow,0,
worst_setup_path,critPathMaxFanout,17,
job,maxCapViolCount,0,
timing,untimed_endpoints,5,
min_path,whs_path_depth,1,
job,log.warning_count,26,
yosys,synth_cell_type_count,30,
timing,period_needed,2.13,ns
global_routing,grt_pass1_vias,909,
worst_setup_path,endpoint_kind,"register",
global_routing,grt_max_degree,18,
power_and_ir_drop,leakage,0.527,nW
drt,drc,0,
die,row_count,24,
timing,fin_ws,2.97,ns
drt,via_per_inst,4.93,
worst_setup_path,crit_family,"buffers and inverters",
die,die_h,69.8,um
yosys,syn_avg_cell_area,9.26,um2
clocking,cts_max_level,1,
timing,hold_viol_final,0,
power_and_ir_drop,p_total,353,uW
worst_setup_path,r2r-end,"cl.count[18]",
yosys,largest_area_cell,"dfxtp_1",
worst_setup_path,path_buffers,3,
die,core_util_floorplan,31.5,%
global_routing,grt_use_total,10.3,%
yosys,ys_chip_area,1380,um2
clocking,cts_root_buffer,"clkbuf_8",
yosys,top_cell_area_share,40.6,%
yosys,ys_cells,149,
min_path,hold_path_startpoint,"cl.count[0]",
worst_setup_path,arrival,2.29,ns
drt,drt-initial-drc-count,57,
timing,fin_skew,0.00308,ns
drt,vias,1015,
clocking,post-cts-setup-buffer-count,0,
finish,fillCellCount,451,
worst_setup_path,path_cells,"clkdlybuf4s50_1, inv_1, o41ai_4, buf_4, nor2_1",
power_and_ir_drop,power_density,232,nW/um2
timing,final-max-slew-violation-count,0,
place,dpl.hpwl,1720,um
drt,postRouteAntennaNets,0,
finish,drive_above_1_share,9.09,%
timing,tns,0,ns
drt,antennaDiodeCount,0,
yosys,ys.flops,30,
worst_setup_path,ff2ff_setup_slack,3.22,ns
min_path,worst_hold_path_type,"reg2reg",
worst_setup_path,cpPeakStageDelay,0.66,ns
clocking,cts_hold_buf,0,
clocking,cts_buffers,3,
drt,wl_per_cell,11.3,um
global_routing,antenna_found_initial,0,
global_routing,grt_pass1_wl,4110,um
drt,drt_wl_total,2330,um
clocking,ctsResizeCount,0,
yosys,ys_warn_count,2,
die,die_width,69.8,um
finish,finalNonFillerCells,206,
worst_setup_path,critPathRequiredTime,5.26,ns
clocking,cts_tree,"done",
place,placed_cells,202,
place,pre_cts_ws,2.68,ns
worst_setup_path,r2r_cells,5,
timing,worst_pin_slew,0.590,ns
worst_setup_path,cp_slowest_cell,"clkdlybuf4s50_1",
yosys,syn_inst,149,
yosys,enable_flop_cells,1,
yosys,netlist_area,1380,um2
timing,unclocked_pins,4,
worst_setup_path,crit_start,"reset",
die,dieArea,4880,um2
power_and_ir_drop,ir_drop,0.0786,mV
timing,min_period_over_period,41.8,%
timing,slew_headroom,60.4,%
worst_setup_path,start_kind,"input port",
min_path,hold_end,"cl.count[0]",
finish,area_growth,10.1,%
timing,rsz0062_at_grt,"false",
yosys,synth.most_common_cell,"nor2_1",
yosys,top_cells_by_count,"nor2_1 (31), dfxtp_1 (28), xnor2_1 (14), nor4_1 (9), inv_1 (7)",
place,portBuffers,3,
timing,finalSetupViolCount,0,
yosys,ff_type,"dfxtp_1",
worst_setup_path,crit_type,"in2reg",
timing,fmax,0.469,GHz
==> routing by layer <==
| layer | up-vias | GRT usage, % | wire length, um |
|---|---|---|---|
| li1 | 548 | - | - |
| met1 | 460 | 16.3 | 1260 |
| met2 | 5 | 15.7 | 1010 |
| met3 | 2 | 1.47 | 53 |
| met4 | 0 | 1.11 | 8 |
| met5 | - | 0 | 0 |
==> worst max-delay path by stage <==
stage,endpoint,cells after the start
CTS,cl.count[5],5
global route,cl.count[8],5
finish,cl.count[5],5
==> worst register-to-register path, stage by stage, from the launching register on <==
cell       delay (ns)
dfxtp_1          0.40
ha_1             0.22
nand3_1          0.22
nor4_4           0.50
nor2_1           0.10
a2111oi_2        0.34
==> flip-flops by register name, indices dropped and copies added, names as in the netlist <==
name	cells
cl.count	25
state	3
cl.clk_out	1
outedge	1
==> through the flow <==
stage	area, um2	hold WS (ns)
4_1_cts	1520	0.494
3_3_place_gp	1460	0.477
6_report	1520	0.491
3_5_place_dp	1460	0.473
2_1_floorplan	1380	0.441
5_1_grt	1520	0.506
==> layout make-up <==
class                           count  area, um2  share of cell area, %
Clock buffer                        4       55.1                   3.62
Inverter                            7       26.3                   1.73
Sequential cell                    30        606                   39.9
Multi-Input combinational cell    109        729                   48.0
Timing Repair Buffer                4       37.5                   2.47
Tap cell                           52       65.1                   4.28
==> power by group <==
group          switching (mW)  internal [mW]
registers             0.00240          0.206
logic                 0.00714        0.00610
clock network          0.0625         0.0689
==> cell usage in the layout (no fill, tap or decap) <==
master	n
o21ai_0	3
dlxtn_1	1
nor4b_1	2
buf_4	1
a31o_2	1
mux2i_1	1
xor2_1	1
nand2_1	6
clkbuf_8	4
nor4_4	2
a2111oi_2	2
nor2_1	31
o41ai_4	1
edfxtp_1	1
nand4_4	1
nor3_1	6
nand3_1	6
nand4_1	5
a31oi_1	1
a21oi_1	5
dfxtp_1	28
a211oi_1	1
xnor2_1	14
or4_4	1
clkdlybuf4s50_1	3
inv_1	7
and3_1	4
nand4_2	1
and4_1	3
nor4_1	9
ha_1	2
==> logic make-up after synthesis <==
kind of cell,share of synthesized area (%)
adders and majority gates,1.81
xor gates and xnor gates,9.52
and+or+nand+nor,32.1
AOI/OAI and AO/OA,8.70
DFF,42.8
buffers and inverters,3.26
latches,1.09
muxes,0.725
Power figures rest on the tool's default switching activity, not on a simulated workload.
